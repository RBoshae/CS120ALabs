## /design/flow/run.sh

```bash
#!/bin/bash
# OpenROAD 26Q1-2900-gdf79404cd8, Yosys 0.63+post, stock flow scripts
make -C /OpenROAD-flow-scripts/flow DESIGN_CONFIG=/design/flow/config.mk WORK_HOME=/design/flow/orfs finish
```

## /design/flow/config.mk

```make
export PLATFORM = sky130hd
export DESIGN_NAME = dispmux_main_bh
export DESIGN_NICKNAME = dispmux_main_bh
export VERILOG_FILES = /design/flow/design.v
export SDC_FILE = /design/flow/constraint.sdc
export NUM_CORES = 4
export LEC_CHECK = 1
export CORE_AREA = 10 10 109 109
export DIE_AREA = 0 0 119 119
```

## /design/flow/constraint.sdc

```tcl
current_design dispmux_main_bh

set clk_period 2.5
set clk_io_pct 0.2

create_clock -name clk0 -period $clk_period [get_ports {clk}]

set non_clock_inputs [all_inputs -no_clocks]
set_input_delay [expr $clk_period * $clk_io_pct] -clock clk0 $non_clock_inputs
set_output_delay [expr $clk_period * $clk_io_pct] -clock clk0 [all_outputs]
```

## /design/flow/design.v

```verilog
`timescale 1ns / 1ps
module disp_mux_bh(
    input clk,
	 input wire [6:0] in0,  
	 input wire [6:0] in1,  
	 input wire [6:0] in2,  
	 input wire [6:0] in3,  
	 output reg [3:0] an,  
	 output reg [6:0] sseg  
	 );
reg[16:0] r_qreg;  
reg[16:0] c_next;  
always @(*) begin
	case (r_qreg[16:15])
		2'b00 : sseg = in0;   
		2'b01 : sseg = in1;   
		2'b10 : sseg = in2;   
		2'b11 : sseg = in3;
	endcase
end
always @(*) begin
	case (r_qreg[16:15])
		2'b00 : an = ~(4'b0001);   
		2'b01 : an = ~(4'b0010);   
		2'b10 : an = ~(4'b0100);   
		2'b11 : an = ~(4'b1000);  
	endcase
end
always @(*) begin
	c_next = r_qreg + 'd1;
end
always @(posedge clk) begin
	r_qreg <= c_next;
end
endmodule
`timescale 1ns / 1ps
module dispmux_main_bh(
	input clk,  
	input [3:0] swInput,  
	input [1:0] swSelect,  
	output [3:0] an,  
	output [6:0] sseg  
    );
	 reg[6:0] in0;
	 reg[6:0] in1;
	 reg[6:0] in2;
	 reg[6:0] in3;
	wire[6:0] in4;  
	hex2SevenSeg c1(swInput, in4);
	always @(*) begin
		case (swSelect)
			2'b00: in0 = in4;   
			2'b01: in1 = in4;   
			2'b10: in2 = in4;   
			2'b11: in3 = in4; 
		endcase
	end
	disp_mux_bh c5(
		.clk(clk),
		.in0(in0),
		.in1(in1),
		.in2(in2),
		.in3(in3),
		.an(an),
		.sseg(sseg)
	);
endmodule
`timescale 1ns / 1ps
module hex2SevenSeg(
	input[3:0] x,  
	output wire [6:0] r  
    );
reg[6:0] z;
always @*
	case (x)
		4'b0000 : z = 7'b1111110; 
		4'b0001 : z = 7'b0110000;
		4'b0010 : z = 7'b1101101; 
		4'b0011 : z = 7'b1111001;
		4'b0100 : z = 7'b0110011;
		4'b0101 : z = 7'b1011011;
		4'b0110 : z = 7'b1011111;
		4'b0111 : z = 7'b1110000;
		4'b1000 : z = 7'b1111111;
		4'b1001 : z = 7'b1111011;
		4'b1010 : z = 7'b1110111;
		4'b1011 : z = 7'b0011111;
		4'b1100 : z = 7'b1001110;
		4'b1101 : z = 7'b0111101;
		4'b1110 : z = 7'b1001111;
		4'b1111 : z = 7'b1000111;
	endcase
assign r = ~z;
endmodule
```

==> changes_impl.md <==
## Implementation

* Status: complete, no violations
* Post-synth mux share at 0.1306
* # rows at 36
* F_max at between 400 and 500 MHz
* Vias/cell at 3.399
* Final wirelength at 2.702 mm
* Distinct cells, synth at 29
* Placed Area at 0.001864 mm²
* Vias in the first global route at 1027
* CP Capture Type: primary output
* Final antenna-violating net count at 0
* Minimum clock period at 2.280 ns
* Sum Neg Setup Slack at 0 ns
* Maxcap violations at 0
* Syn avg cell area at 11.03 µm²
* Worst-skew pair later-pin latency at between 0.2 and 0.3 ns
* Worst-Margin Slew at roughly 0.53 ns
* Core area at a little under 0.01 mm²
* Endpoints failing setup at 0
* Cell Pwr Density at ~320 mW/mm²
* CTS tree: yes
* Residual DRC count at 0
* Post-CTS Setup Bufs at 0
* DRT iter0 DRCs at 14
* Fin area at ~0.0019 mm²
* DPL Wire Length at 2.174 mm
* Clock buffer depth at 2
* Cell Area, Synth at 0.001533 mm²
* Largest net degree at the start of global routing at 14
* CP required at 2.00 ns
* CP max FO at 9
* Root buffer cell: clkbuf_8
* Final Max Tran Viols at 0
* CTS Hold Bufs at 0
* Initial antenna violation count at 0
* Chip area estimate from yosys synthesis at about 0.0015 mm²
* RD Place Congestion at 0.7491
* GRT Resource Usage Total at 0.03799
* Final worst path period share at 0.9119
* R2R Setup Slk at roughly 1 ns
* Die width at 119 µm
* Relative slew slack at 0.6431
* Maximum vdd drop at 0.1262 mV
* Class of the worst hold path: flip-flop to flip-flop
* Dominant comb cell: simple AND/OR/NAND/NOR gates
* Worst-path clk slew at 0.06 ns
* I/O Buffers at 17
* Critical Path Source Type: flip-flop
* Die Span Y at 119 µm
* Static Leak at 0.0007691 µW
* I/O pins at 18
* Num CTS Buffers at 3
* Share of cells above drive strength 1 at 0.1266
* Post-cts resize count at 0
* Vias post-DR at 989
* # Cells Yosys at roughly 140
* Avg WL per Cell at ~9.3 µm
* Grt total ovfl at 0
* Endpoints left unconstrained at 28
* Syn. warnings at 3
* Simple-Gate Fraction of Synth Area at 0.1706
* Cell area leaders: dlxtn_1, dfxtp_1, mux4_2
* XORs/XNORs by Area at 0.08571
* Worst Path Arrival at roughly 1.8 ns
* RSZ-0062 raised after global routing: false
* Final Hold Fails at 0
* Post-place setup slack at 0.3431 ns
* H-tree Lvls at 1
* Register pins left without a clock at 28
* Largest area contributor in the netlist: dlxtn_1
* Tool warning count at 30
* AND-OR/OR-AND Cells, Area Fraction at 0.02939
* Pre-Place Util at 0.1590
* Synthesized flop and latch total at 45
* Crit-path max cell delay at 0.50 ns
* Synth top area share at 0.2743
* Drt first pass iters at 3
* Post-synthesis instance total at around 140
* Post-Synth Adder-Cell Area at 0.05714
* Layout area overhead at 24.65%
* Worst Setup Path Type: flip-flop to primary output
* CP cell instances: buf_4 > mux4_2 > clkdlybuf4s50_1
* First-pass GRT wire length at 4.692 mm
* Final setup margin at ~0.22 ns
* Antenna Cells at 0
* Worst-case clock skew at 0.002873 ns
* Chip Area at 0.01416 mm²
* Critical path's slowest cell: mux4_2
-- through the flow --
| step | hold WS, ns | instances | total power (µW) | util |
|---|---|---|---|---|
| after floorplan | 0.4003 | 139 | 381.3 | - |
| after global placement | 0.4170 | 287 | 422.3 | 0.1934 |
| after detailed placement | 0.4231 | 287 | 424.6 | 0.1934 |
| after CTS | 0.4366 | 291 | 627.2 | 0.1981 |
| after global routing | 0.4708 | 291 | 650.6 | 0.1982 |
| final | 0.4367 | 291 | 617.9 | 0.1982 |
-- synth_stat cells (all sizes together) --
cell    instances
dlxtn          28
dfxtp          17
xor2            9
mux4            8
nor2            8
ha              7
inv             7
nand2           7
nand4           6
xnor2           6
nand2b          5
nand3           5
nor4            5
buf             4
nor3            3
a31oi           2
mux2i           2
nor2b           2
or2             2
a22o            1
a32o            1
and4            1
o21ai           1
o32ai           1
or3b            1
-- critical path: cells and delay by family, from the launching register on --
family	cells	cell delay [ns]
buffers and inverters	2	0.62
flip-flops	1	0.41
multiplexers	1	0.50
-- state kept, by name, summed over array words and instances, names as in the netlist --
signal     flops
c5.r_qreg     17
in0            7
in1            7
in2            7
in3            7
-- worst paths after layout --
check | startpoint | end | depth (start not counted)
min reg2reg | c5.r_qreg[0] | c5.r_qreg[0] | 1
max | c5.r_qreg[15] | sseg[2] | 3
max reg2reg | c5.r_qreg[0] | c5.r_qreg[16] | 4
min | c5.r_qreg[0] | c5.r_qreg[0] | 1
-- kinds of logic (layout without fill, tap and decap cells) --
kind of cell / Yosys count / in the layout
AOI/OAI and AO/OA: 6 / 6
xor gates and xnor gates: 15 / 15
adders and majority gates: 7 / 7
buffers and inverters: 11 / 30
DFF: 17 / 17
latches: 28 / 28
muxes: 10 / 10
and+or+nand+nor: 45 / 45
-- report_power, final --
group	switching (µW)	internal [µW]
logic	38.7	46.5
registers	6.39	325
clock network	88.8	113
total	134	484
-- metal layers --
layer	vias up	wire length [µm]	global-route usage
li1	523	-	-
met3	2	89	0.008153
met1	455	1302	0.04907
met4	0	63	0.008397
met2	9	1246	0.06397
met5	-	0	0
-- layout by cell type (no fill, tap or decap), drive strengths merged, types with 3 or more instances in the layout --
cell type      count
dlxtn             28
clkdlybuf4s50     17
dfxtp             17
xor2               9
mux4               8
nor2               8
nand2              7
inv                7
ha                 7
xnor2              6
nand4              6
nand2b             5
nand3              5
nor4               5
clkbuf             4
nor3               3
-- layout make-up --
class                      instances  area [µm²]
clock buffer                       4       45.04
fill                            1081        7729
inverter                           7       26.28
multi-input combinational         83       725.7
sequential                        45       762.0
tap                              133       166.4
timing repair buffer              19       185.2
No activity file was given, so power comes from the tool's default toggle rates.
