==> flow/design.v <==
`timescale 1ns / 1ps
module adder #( parameter NBITS = 16 ) (
input [NBITS-1:0] q , 
input [NBITS-1:0] cnt_ini ,  
input [NBITS-1:0] cnt_rst ,  
output[NBITS-1:0] nextq,  
output tick 
 );
wire same ;  
wire[NBITS-1:0] inextq;  
addergen_st #(.NBITS(NBITS))  
nextval     ( .r(inextq),              
          .cout(),                 
          .a(q),                   
          .b(16'b0000_0001),       
          .cin(16'b0000_0000) ) ;  
comparatorgen_st #(.NBITS(NBITS))  
comparator (  
    .r(same) ,  
    .a(inextq),  
    .b(cnt_rst) );   
assign tick = (same) ? 'd1 : 'd0 ;  
assign nextq = (same) ? cnt_ini : inextq ;  
endmodule
`timescale 1ns / 1ps
module addergen_st #( parameter NBITS = 16) 
(
output wire[NBITS-1:0] r,  
output wire cout,  
input wire[NBITS-1:0] a,  
input wire[NBITS-1:0] b,  
input wire cin);  
wire [NBITS:0] carry;  
assign carry[0]= cin ;  
genvar k ; 
generate  
for (k=0; k < NBITS; k = k+1)   
begin : blk  
  fulladder_st FA (  
               .r(r[k]),  
					.cout(carry[k+1]),  
					.a(a[k]),  
					.b(b[k]),  
					.cin(carry[k]) );  
end  
endgenerate  
assign cout = carry[NBITS];  
endmodule
`timescale 1ns / 1ps
module comparatorgen_st #( parameter NBITS = 16)(
output wire r,
input wire[NBITS-1:0] a,
input wire[NBITS-1:0] b );
wire [NBITS-1:0] iresult;
genvar k;
generate
for (k = 0; k < NBITS; k = k+1)
begin :blk
	xor c1(iresult[k], a[k], b[k]);
end
endgenerate
assign r = ~(|iresult);
endmodule
`timescale 1ns / 1ps
module flopr #( parameter NBITS = 16)(
	input clk,
			input reset,
			input[NBITS-1:0] cnt_ini,
			input[NBITS-1:0] nextq,
			output[NBITS-1:0]q
    );
reg[NBITS-1:0] iq;
always @(posedge clk) begin
	if(reset) begin
	iq <= cnt_ini;
	end
	else begin
			iq <= nextq;
	end
end
assign q = iq;
endmodule
`timescale 1ns / 1ps
module fulladder_st(
output wire r,
output wire cout,
input wire a,
input wire b,
input wire cin
);
assign r = (a^b)^(cin);
assign cout = (a&b) | (a&cin) | (b&cin);
endmodule
`timescale 1ns / 1ps
module laser_surger_v #(
	parameter NBITS = 32  
)
(
	 input wire b,
	 input wire clk,
	 output reg light
);
reg reset;
wire timer;
reg[1:0] current_state;
reg[1:0] next_state;
wire [NBITS-1:0] cnt_ini;
wire[NBITS-1:0] cnt_rst;
always @(posedge clk) begin
		current_state = next_state;
end
assign cnt_ini = 32'h0000;
assign cnt_rst = 32'h0BEBC200;
localparam OFF = 2'b00;
localparam START = 2'b01;
localparam ON = 2'b10;
always @(current_state) begin
case(current_state)
		OFF:	begin
						light = 1'b0;
						reset = 1'b1;
						next_state = (b) ? START : OFF;			
				end
		START:	begin
						light = 1'b0;
						reset = 1'b0;
						next_state = ON;
					end
		ON:	begin
						light = 1'b1;
						reset = 1'b0;
						next_state = (timer) ? OFF : ON;
				end
		default: begin
						light = 1'b0;
						reset = 1'b0;
						next_state = OFF;
					end
endcase
end
timer_st #(.NBITS(NBITS) ) timerst (
					.timer(timer),
					.clk(clk),
					.reset(reset),
					.cnt_ini(cnt_ini),
					.cnt_rst(cnt_rst)
					);
endmodule
`timescale 1ns / 1ps
module timer_st #( 
  parameter NBITS = 32  
)  
( 
   output wire timer ,  
   input wire  clk , 
   input wire  reset, 
   input [NBITS-1:0] cnt_ini ,   
   input [NBITS-1:0] cnt_rst   
);  
wire [NBITS-1:0] q ;    
wire [NBITS-1:0] qnext ;  
adder #( .NBITS(NBITS ) )  
      c1 (.q(q),  
   .cnt_ini(cnt_ini),  
   .cnt_rst(cnt_rst),  
   .nextq(qnext),  
   .tick(timer) );  
flopr #( .NBITS(NBITS ) )  
      c2 (.clk(clk),  
  .reset(reset),  
   .cnt_ini(cnt_ini),  
   .nextq(qnext),  
   .q(q) ); 
endmodule 
==> flow/run.sh <==
#!/bin/bash
# OpenROAD 26Q1-2900-gdf79404cd8, Yosys 0.63+post, stock flow scripts
make -C /OpenROAD-flow-scripts/flow DESIGN_CONFIG=/design/flow/config.mk WORK_HOME=/design/flow/orfs finish
==> flow/config.mk <==
export PLATFORM = sky130hd
export DESIGN_NAME = laser_surger_v
export DESIGN_NICKNAME = laser_surger_v
export VERILOG_FILES = /design/flow/design.v
export SDC_FILE = /design/flow/constraint.sdc
export NUM_CORES = 4
export LEC_CHECK = 1
export CORE_UTILIZATION = 30
==> flow/constraint.sdc <==
current_design laser_surger_v

set clk_period 9.2
set clk_io_pct 0.2

create_clock -name clk0 -period $clk_period [get_ports {clk}]

set non_clock_inputs [all_inputs -no_clocks]
set_input_delay [expr $clk_period * $clk_io_pct] -clock clk0 $non_clock_inputs
set_output_delay [expr $clk_period * $clk_io_pct] -clock clk0 [all_outputs]
==> qor.yml <==
power.switching_uw: 88.6
die_x_um: 70.4
p_sw_share_pct: 27.1
ctsResizeCount: 0
grt_max_degree: 19
initial_core_util_pct: 31.8
crit_family: "adder cells"
power_density_nw_per_um2: 208
global_route.usage.met3_pct: 3.21
p_int_uw: 238
antenna_left: 0
finalNonFillerCells: 177
cp.required_ns: 9.38
clkPwrFrac_pct: 34.0
die-height_um: 70.4
synth_area_um2: 1400
critPathLaunchType: "flop"
vdd_drop_max_mv: 0.115
grt_use_met1_pct: 13.7
status: "finished, final reports clean"
syn_to_final_growth_pct: 12.0
cp_num_buf_inv: 0
clk_pin_slew_ns: 0.07
ys_dominant_reg_cell: "dfxtp_1"
finalCritPeriodShare_pct: 78.7
top_cells_by_area: "dfxtp_1, ha_1, nor2b_1, and2_1, and4b_1"
warnings: 25
drc: 0
htreeDepth: 2
wl_per_cell_um: 11.6
pre_cts_slack_ns: 1.95
coreArea_um2: 4410
globalRouteTotalUtil_pct: 9.82
synthArstFlopShare_pct: 0
final_layout_size_suffix_gt1_share_pct: 7.20
fmax_mhz: 138
common_cells: "dfxtp_1, ha_1, nor2b_1, and2_1"
edf_count: 0
io_pins: 3
num_rows: 24
p_leak_uw: 0.000798
setup_tns_ns: 0
syn_avg_cell_area_um2: 12.1
grt_pass1_vias: 856
critPathSlowestCell: "o32a_1"
seq_power_share_pct: 50.1
cp_common_cell: "ha_1"
antenna_found_initial: 0
clkLatencyLatePin_ns: 0.28
dp_hpwl_um: 1520
synth_cell_types: 19
path_class: "reg -> reg"
drtIter0Drc: 28
hold_class: "reg -> reg"
cts_tree: "yes"
drv_cap: 0
cts_sinks: 34
rsz0062_at_grt: "false"
skew_ns: 0.00727
ys_seq_share_pct: 48.5
yosysCellCount: 116
port_buffers: 2
largest_area_cell: "dfxtp_1"
num_vias: 791
cp_max_fo: 14
worstMarginPinSlew_ns: 0.446
top_usage_layer: "met2"
cts_root_buf: "clkbuf_8"
finalHoldViolCount: 0
drv_slew: 0
slew_headroom_pct: 70.2
insertedDiodeCount: 0
use_met2_pct: 15.8
syn_inst: 116
cts_hold_buf: 0
synth_top_area_share_pct: 48.5
overflow: 0
post-cts-setup-buffers: 0
dr.pass1.iters: 3
finalSetupViolations: 0
setup_slack_ns: 1.96
dp.cells: 169
clockBufferDepth: 2
cts_buffers: 5
dieArea_um2: 4950
vias_per_cell: 4.47
gp_congestion: 0.748
routed_wl_um: 2050
cp.arrival_ns: 7.41
final_area_um2: 1570
slowest_delay_ns: 0.54
critPathCaptureType: "flop"
ys_area_um2: 1400
grt_pass1_wl_um: 3730
period_minus_slack_ns: 7.24
yosys_warnings: 2
placed_area_um2: 1480
combinationalPowerShare_pct: 15.9
synth_flops: 34
yosysMostFrequentCell: "dfxtp_1"
==> through the flow <==
step | total power (µW) | utilization (%) | hold WS, ns
floorplan | 203 | - | 0.396
global placement | 216 | 33.5 | 0.408
detailed placement | 220 | 33.5 | 0.417
CTS | 331 | 35.6 | 0.429
global route | 346 | 35.6 | 0.445
finish | 327 | 35.6 | 0.429
==> registers in the layout, summed over array words and instances (netlist names) <==
name / cells
current_state: 2
timerst.c2.iq: 32
==> worst paths after layout <==
check                    from                end  slack [ns]  cells after the start
max          timerst.c2.iq[0]  timerst.c2.iq[17]        1.96                     34
min          timerst.c2.iq[0]   timerst.c2.iq[0]        0.43                      1
max reg2reg  timerst.c2.iq[0]  timerst.c2.iq[17]        1.96                     34
min reg2reg  timerst.c2.iq[0]   timerst.c2.iq[0]        0.43                      1
==> cell type report <==
cell class | count | area (µm²)
clock buffer | 7 | 86.3
clock inverter | 1 | 5.00
fill | 416 | 2840
inverter | 1 | 3.75
multi-input combinational | 79 | 703
sequential | 34 | 681
tap | 52 | 65.1
timing repair buffer | 3 | 27.5
==> layout by cell type, fill, tap and decap left out <==
cell type / instances
and2_1: 14
and4b_1: 2
buf_4: 1
clkbuf_1: 1
clkbuf_8: 6
clkdlybuf4s50_1: 2
clkinv_2: 1
dfxtp_1: 34
ha_1: 30
inv_1: 1
nand3_1: 1
nand4_1: 2
nor2_1: 2
nor2b_1: 19
nor4_1: 2
nor4b_2: 1
nor4bb_1: 1
o21ai_0: 1
o311ai_0: 1
o32a_1: 1
or3_1: 1
xnor2_1: 1
==> power groups by stage <==
stage	sequential [µW]	combinational, µW	clock (µW)
final	164	52.0	111
after CTS	163	53.3	114
after global routing	165	60.3	121
==> logic make-up (layout without fill, tap and decap cells) <==
kind of cell | Yosys count | count (layout) | synth area share (%)
flops | 34 | 34 | 48.5
xor+xnor | 1 | 1 | 0.625
simple gates | 45 | 45 | 21.1
compound gates | 3 | 3 | 1.69
buf+inv | 3 | 12 | 1.34
fa+ha+maj | 30 | 30 | 26.8
==> worst reg2reg max path: cells and delay by family (launching register included) <==
| kind | cells | cell delay (ns) |
|---|---|---|
| AND-OR/OR-AND | 1 | 0.54 |
| adder cells (fa/ha/maj) | 30 | 5.65 |
| flip-flops | 1 | 0.32 |
| AND/OR/NAND/NOR | 3 | 0.65 |
==> per-layer routing <==
| layer | wire, µm | vias up |
|---|---|---|
| li1 | - | 420 |
| met5 | 0 | - |
| met2 | 900 | 7 |
| met3 | 86 | 0 |
| met1 | 1070 | 364 |
| met4 | 0 | 0 |
Power figures rest on the tool's default switching activity, not on a simulated workload.
