## flow/run.sh

```bash
#!/bin/bash
# OpenROAD 26Q1-2900-gdf79404cd8, Yosys 0.63+post, stock flow scripts
make -C /OpenROAD-flow-scripts/flow DESIGN_CONFIG=/design/flow/config.mk WORK_HOME=/design/flow/orfs finish
```

## flow/constraint.sdc

```tcl
current_design carrylookahead_st

set clk_period 2.7
set clk_io_pct 0.2

create_clock -name clk0 -period $clk_period [get_ports {clk}]

set non_clock_inputs [all_inputs -no_clocks]
set_input_delay [expr $clk_period * $clk_io_pct] -clock clk0 $non_clock_inputs
set_output_delay [expr $clk_period * $clk_io_pct] -clock clk0 [all_outputs]
```

## flow/config.mk

```make
export PLATFORM = sky130hd
export DESIGN_NAME = carrylookahead_st
export DESIGN_NICKNAME = carrylookahead_st
export VERILOG_FILES = /design/flow/design.v
export SDC_FILE = /design/flow/constraint.sdc
export NUM_CORES = 4
export LEC_CHECK = 1
export CORE_AREA = 10 10 70 70
export DIE_AREA = 0 0 80 80
```

## flow/design.v

```verilog
`timescale 1ns / 1ps
module carrylogic(
	output[3:0] cout,
	input cin,
	input[3:0] x,
	input[3:0] y
    );
	 wire g0, g1, g2, g3;
	 assign g0 = x[0] & y[0];
	 assign g1 = x[1] & y[1];
	 assign g2 = x[2] & y[2];
	 assign g3 = x[3] & y[3];
	 wire p0, p1, p2, p3;
	 assign p0 = x[0] + y[0];
	 assign p1 = x[1] + y[1];
	 assign p2 = x[2] + y[2];
	 assign p3 = x[3] + y[3];
	assign cout[0] = g0 | (p0 & cin);
	assign cout[1] = g1 | (p1 & (g0 | (p0 & cin)));
	assign cout[2] = g2 | (p2 & (g1 | (p1 & (g0 | (p0 & cin)))));
	assign cout[3] = g3 | (p3 & (g2 | (p2 & (g1 | (p1 & (g0 | (p0 & cin)))))));
endmodule 
`timescale 1ns / 1ps
module carrylookahead_st(
    input clk,
    input enable,
    input cin,
	 input[3:0] x,
	 input[3:0] y,
    output cout,
	 output[3:0] r
    );
	wire[3:0] c;
	wire[3:0] ir1;
	wire[4:0]ir2;
	carrylogic cx1(c, cin, x, y);
	falogic cx6(ir1[0], x[0], y[0], cin);
	falogic cx7(ir1[1], x[1], y[1], c[0]);
	falogic cx8(ir1[2], x[2], y[2], c[1]);
	falogic cx9(ir1[3], x[3], y[3], c[2]);
	register_logic cx10(clk, enable, {c[3], ir1}, ir2);
	assign r = ir2[3:0];
	assign cout = ir2[4];
endmodule
`timescale 1ns / 1ps
module falogic(
    output r,
	 input x,
    input y,
    input cin
    );
	 xor cx1(t1, x, y);
	 xor cx2(r, t1, cin);
endmodule
`timescale 1ns / 1ps
module register_logic(
    input clk,
    input enable,
	 input[4:0] Data,
	 output reg[4:0] Q
    );
	 always @(posedge clk) begin
		if(enable) begin
			Q = Data;
		end
	end
endmodule
```

==> impl_metrics.ini <==
; synthesis and place-and-route metrics
[yosys]
avgSynthCellArea_sq_um = 14.1
yosys_warnings = 2
synth_cells = 19
ys_seq_elements = 5
synth.yosys.seq_area_share_pct = 56.1
synth-cells-yosys = 19
netlist_area_sq_um = 268
yosys_area_sq_um = 268
synth.distinct_cells = 3

[finish]
final_area_sq_um = 502
instances_no_fill = 84
largest_reg_flops = 5
syn2layout_area_growth_pct = 87.4
lay_top_cells = 15 x clkdlybuf4s50_1, 10 x inv_1, 5 x edfxtp_1, 4 x fa_1, 3 x clkbuf_4
layout_top_cell = clkdlybuf4s50_1
drive_gt1_share_pct = 7.89

[global_routing]
grtUsageMet2_pct = 3.13
grt_first_pass_wirelength_um = 945
grt_pass1_vias = 195
grt_max_degree = 6
grt_usage_pct = 1.92
met1_usage_pct = 1.44
gr-usage-met3_pct = 2.05
grt-busiest-layer = met2
antenna_found_initial = 0
grt_overflow = 0

[floorplanning]
dieWidth_um = 80
core_sq_um = 3420
die_area_sq_um = 6400
dieHeight_um = 80
num_io_pins = 16
core_util_floorplan_pct = 7.84
rows = 21

[final_timing]
min_period_ps = 2420
rsz0062_at_grt = false
tns_ps = 0
slew_violations = 0
hold_viol = 0
worstMarginPinSlew_ps = 196
fmax_ghz = 0.414
post-route-period-util_pct = 89.5
finalSetupViolCount = 0
slew_headroom_pct = 86.9

[clock_tree]
cts_made_buffers = 3
clkSlewWorstSetupHoldPaths_ps = 40
tritoncts = built
clockBufferDepth = 2
cts_resized = 0
h-tree-depth = 1
hold_buffers = 0
cts.sinks = 5
cts_root_buf = clkbuf_4
cts_setup_buffers = 0

[power]
vdd_drop_max_mv = 0.103
intPower_w = 0.000191
p_clk_share_pct = 35.9
sw_frac_of_total_pct = 19.5
p_leak_nw = 0.205
power.switching_w = 0.0000464
p_per_area_nw_per_um2 = 474
p_seq_share_pct = 42.9
combPwrFrac_pct = 21.2

[setup_path]
crit_path_start_kind = input port
required_ps = 2700
crit_fanout = 1
worstPathArrival_ps = 2420
crit_path_end_kind = flip-flop
crit_type = in -> reg

[drt]
dr.pass1.iters = 1
drt_iter0_drc = 0
antenna_left = 0
n_antenna_cell = 0
drc = 0
drt_wl_total_um = 601
viasPerCell = 2.21
wl_per_cell_um = 7.15
vias = 186

[worst_hold_path]
hp-class = in -> reg
min_path_cells = 1

[run]
tool_warnings = 25
maxCapViolations = 0

[placed_design]
place_area_sq_um = 475
dpl.hpwl_um = 571
placed_cells = 80
port_buffers = 15
gp_congestion = 0.671

[run_status]
status = finished clean
-- critical path, stage by stage --
cell and delay (ps):
clkdlybuf4s50_1 450, inv_1 50, fa_1 400, inv_1 70, fa_1 170, fa_1 170, inv_1 50, fa_1 480
inv_1 40
-- power by group through the flow --
stage | sequential [W] | clock, W | combinational, W
after CTS | 0.000102 | 0.0000870 | 0.0000531
after global routing | 0.000103 | 0.0000893 | 0.0000599
final | 0.000102 | 0.0000855 | 0.0000504
-- cell usage after synthesis --
library cell  number  area [sq um]
edfxtp_1           5           150
fa_1               4          80.1
inv_1             10          37.5
-- final cells by class --
| type | count | area, sq um |
|---|---|---|
| fill | 396 | 2910 |
| tap | 46 | 57.6 |
| timing repair buffer | 15 | 150 |
| clock buffer | 4 | 26.3 |
| sequential | 5 | 150 |
| inverter | 10 | 37.5 |
| multi-input combinational | 4 | 80.1 |
-- metal layers --
metal | wire length (um) | part of all wire (%)
met4 | 23 | 3.8
met5 | 0 | 0
met2 | 219 | 36
met3 | 156 | 26
met1 | 201 | 33
-- cell families after synthesis --
kind of cell	Yosys count	synth area share (%)
adders and majority gates	4	29.9
DFF	5	56.1
buffers and inverters	10	14.0
-- path summary, 6_finish.rpt --
kind	startpoint	end	slack, ps
min	enable	cx10.Q[3]$_DFFE_PP_	1000
max	y[0]	cx10.Q[3]$_DFFE_PP_	280
-- metrics by stage --
step	hold WS (ps)	util (%)	total power (W)	setup slack [ps]
floorplan	652	-	0.000114	539
global placement	1250	13.9	0.000155	18.9
detailed placement	1250	13.9	0.000156	2.11
CTS	1000	14.7	0.000242	258
global route	1030	14.7	0.000252	131
finish	1000	14.7	0.000238	284
Power figures rest on the tool's default switching activity, not on a simulated workload.
